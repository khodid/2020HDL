**flow/run.sh**
```bash
#!/bin/bash
# OpenROAD 26Q1-2900-gdf79404cd8, Yosys 0.63+post, stock flow scripts
make -C /OpenROAD-flow-scripts/flow DESIGN_CONFIG=/design/flow/config.mk WORK_HOME=/design/flow/orfs finish
```
**flow/config.mk**
```make
export PLATFORM = sky130hd
export DESIGN_NAME = PULSE_GEN
export DESIGN_NICKNAME = PULSE_GEN
export VERILOG_FILES = /design/flow/design.v
export SDC_FILE = /design/flow/constraint.sdc
export NUM_CORES = 4
export LEC_CHECK = 1
export CORE_AREA = 10 10 82 82
export DIE_AREA = 0 0 92 92
```
**flow/constraint.sdc**
```tcl
current_design PULSE_GEN

set clk_period 2.8
set clk_io_pct 0.2

create_clock -name clk0 -period $clk_period [get_ports {CLK}]

set non_clock_inputs [all_inputs -no_clocks]
set_input_delay [expr $clk_period * $clk_io_pct] -clock clk0 $non_clock_inputs
set_output_delay [expr $clk_period * $clk_io_pct] -clock clk0 [all_outputs]
```
**flow/design.v**
```verilog
module PULSE_GEN (nRST, CLK, PULSEo);
    input nRST, CLK;
    output reg PULSEo;
    reg [4:0] cnt;  
    reg [4:0] target;
    reg [2:0] target_count;
    always @ ( negedge nRST, posedge CLK ) begin
        if(!nRST) begin
            cnt <= 1;
            PULSEo <= 0;
            target_count <= 0;
            target <= 7;
        end
        else begin
            if (cnt == target-1)begin
                cnt <= cnt +1;
                PULSEo <= 1;
                target_count <= (target_count != 7)? (target_count+1):(0);
            end
            else if(cnt == target) begin
                cnt <= 1;
                PULSEo <= 0;
                case (target_count)
                    3'b001: target <= 1;
                    3'b010: target <= 9;
                    3'b011: target <= 6;
                    3'b100: target <= 10;
                    3'b101: target <= 11;
                    3'b110: target <= 20;
                    3'b111: target <= 8;
                    default: target <= 7;
                endcase  
            end
            else cnt <= cnt + 1;
        end
    end
endmodule  
```
==> qor.yml <==
final_timing:
  fin_ws_ns: 0.694
  skew_ns: 0.000603
  period_used_pct: 75.2
  worst_pin_slew_ns: 0.621
  post-route-min-period_ns: 2.11
  final-setup-viol-count: 0
  rsz0062_at_grt: "false"
  hold_violations: 0
  max_freq_mhz: 475
  fin_tns_setup_ns: 0
  slew_viol_final: 0
  max_slew_margin_pct: 58.5
worst_setup_path:
  cp.arrival_ns: 2.24
  cp-start-kind: "flip-flop"
  cp_cell_sequence: "inv_1 -> ha_1 -> xor2_1 -> o211ai_2 -> nor4_4 -> mux2_4"
  crit_fanout: 4
  max_stage_delay_ns: 0.56
  crit_cells: 6
  ff2ff_path_depth: 6
  crit_buf_inv: 1
  worstPathRequired_ns: 2.93
  path_class: "reg -> reg"
  path_delay_family: "flip-flops"
  end_kind: "flip-flop"
  critPathSlowestCell: "dfstp_2"
clock_network:
  cts_buffers: 3
  hold_buffers: 0
  worstSkewPairLatency_ns: 0.24
  cts.clk_slew.worst_paths_ns: 0.06
  cts_setup_buffers: 0
  cts_tree: "built"
  cts_max_level: 1
  root_buffer: "clkbuf_8"
  cts_sinks: 14
  clock_path_buffers: 2
  cts_resized: 0
pwr:
  cellPowerDensity_nw_per_um2: 403
  p_switching_mw: 0.0756
  p_leak_nw: 0.427
  comb_power_share_pct: 1.2
  intPower_mw: 0.328
  peakVddDrop_mv: 0.143
  p_seq_share_pct: 50.2
  pwr-share-clk_pct: 48.6
  swShare_pct: 18.7
detailed_routing:
  via_count: 537
  vias_per_cell: 3.56
  drt_iter0_drc: 38
  n_antenna_cell: 0
  first_pass_iters: 4
  routedWlPerCell_um: 9.85
  wirelength_um: 1490
  antenna_left: 0
  drc: 0
run:
  drv_cap: 0
  tool_warnings: 28
synth:
  ys_seq_share_pct: 42.3
  syn_area_per_cell_sq_um: 11.2
  mappedNetlistArea_sq_um: 840
  ys_types: 25
  synth_cells: 75
  ys.flops: 14
  yosys-stat-cells: 75
  ys_chip_area_sq_um: 840
  yosys_warnings: 1
die:
  dieHeight_um: 92
  die_area_sq_um: 8460
  coreArea_sq_um: 5070
  rows: 26
  fp_util_pct: 16.5
  ios: 3
  die_w_um: 92
layout:
  nFillCells: 563
  layout-drive-gt1-share_pct: 21.0
  synthToLayoutAreaGrowth_pct: 19.4
placed_design:
  io_buffers: 2
  dp_hpwl_um: 1050
  gp_congestion: 0.803
  dp_slack_ns: 0.722
global_route:
  grt_pass1_wl_um: 2790
  grt_antenna_before_repair: 0
  gr-total-overflow: 0
  grt_usage_pct: 3.85
  grt_max_degree: 15
  grt_pass1_vias: 573
hold_path:
  hold_path.class: "reg -> reg"
  holdPathStages: 1
status:
  outcome: "finished clean"
-- cell families (layout without fill, tap and decap cells) --
family          count (synthesis)  count (layout)  share of synthesized area (%)
compound gates                  9               9                           7.00
mux                             8               8                           11.0
xor+xnor                       12              12                           13.4
simple gates                   19              19                           13.1
fa+ha+maj                       7               7                           10.4
buf+inv                         6              12                           2.68
flops                          14              14                           42.3
-- routing by layer --
layer	routed length [um]	track usage [%]	part of all wire, %
met3	71	1.40	4.8
met4	23	0.514	1.5
met1	764	5.10	51
met2	627	6.06	42
met5	0	0	0
-- path summary, 6_finish.rpt --
| kind | startpoint | endpoint | slack (ns) |
|---|---|---|---|
| max in group asynchronous | nRST | target_count[1]$_DFFE_PN0N_ | 1.70 |
| max reg2reg | target[0]$_DFFE_PN1P_ | target_count[0]$_DFFE_PN0N_ | 0.69 |
| min in group asynchronous | nRST | target[3]$_DFFE_PN0P_ | 0.70 |
| min | cnt[0]$_DFF_PN1_ | cnt[0]$_DFF_PN1_ | 0.50 |
| max | target[0]$_DFFE_PN1P_ | target_count[0]$_DFFE_PN0N_ | 0.69 |
| min reg2reg | cnt[0]$_DFF_PN1_ | cnt[0]$_DFF_PN1_ | 0.50 |
-- per-stage QoR --
step	total power, mW	util [%]	hold slack (ns)	cell area (sq um)	cells
after floorplan	0.206	-	0.264	840	75
after global placement	0.211	18.7	0.473	947	147
after detailed placement	0.211	18.7	0.476	947	147
after CTS	0.407	19.7	0.493	1000	151
after global routing	0.418	19.7	0.526	1000	151
final	0.404	19.7	0.497	1000	151
-- synthesized netlist by cell type --
library cell	n	share of area [%]
dfrtp_1	10	30
nor2_1	9	4.0
ha_1	7	10
inv_1	6	2.7
xnor2_1	6	6.3
xor2_1	5	5.2
dfstp_2	4	13
mux2i_1	4	4.8
o21ai_0	4	2.4
a21oi_1	2	1.2
mux2_2	2	2.7
mux2_4	2	3.6
nand3_1	2	1.2
nand2_1	1	0.45
nand4b_1	1	1.0
nor2_2	1	0.75
nor2b_1	1	0.75
nor3_1	1	0.60
nor3b_1	1	0.89
nor4_4	1	2.5
o211ai_2	1	1.5
o22a_2	1	1.2
o22ai_1	1	0.75
or4_1	1	0.89
xnor2_2	1	1.9
-- area by class of cell --
type / count / area [sq um] / share of cell area [%]
repair buffers: 2 / 20.0 / 2.00
flip-flops and latches: 14 / 355 / 35.5
inverters: 6 / 22.5 / 2.25
well taps: 70 / 87.6 / 8.74
multi-input cells: 55 / 462 / 46.1
clock buffers: 4 / 55.1 / 5.49
-- layout by cell type (no fill, tap or decap) --
cell	n
xnor2_1	6
clkdlybuf4s50_1	2
nor2_1	9
ha_1	7
dfstp_2	4
o22ai_1	1
mux2i_1	4
nand2_1	1
nor4_4	1
mux2_2	2
o22a_2	1
nand3_1	2
or4_1	1
clkbuf_8	4
dfrtp_1	10
mux2_4	2
a21oi_1	2
nor3b_1	1
nor2b_1	1
nor3_1	1
xor2_1	5
nand4b_1	1
xnor2_2	1
o211ai_2	1
nor2_2	1
o21ai_0	4
inv_1	6
-- power groups by stage --
| stage | Combinational [mW] | Clock, mW | Sequential (mW) |
|---|---|---|---|
| 5_1_grt | 0.00604 | 0.210 | 0.203 |
| 6_report | 0.00496 | 0.196 | 0.203 |
| 4_1_cts | 0.00533 | 0.199 | 0.203 |
-- state kept, by name (all words and copies together) (netlist names) --
signal	count
PULSEo	1
cnt	5
target_count	3
target	5
No activity file was given, so power comes from the tool's default toggle rates.
