`./run.sh`:
```
#!/bin/bash
# OpenROAD 26Q1-2900-gdf79404cd8, Yosys 0.63+post, stock flow scripts
make -C /OpenROAD-flow-scripts/flow DESIGN_CONFIG=/design/flow/config.mk WORK_HOME=/design/flow/orfs finish
```
`./constraint.sdc`:
```
current_design PATTERN_DET

set clk_period 1.3
set clk_io_pct 0.2

create_clock -name clk0 -period $clk_period [get_ports {CLK}]

set non_clock_inputs [all_inputs -no_clocks]
set_input_delay [expr $clk_period * $clk_io_pct] -clock clk0 $non_clock_inputs
set_output_delay [expr $clk_period * $clk_io_pct] -clock clk0 [all_outputs]
```
`./config.mk`:
```
export PLATFORM = sky130hd
export DESIGN_NAME = PATTERN_DET
export DESIGN_NICKNAME = PATTERN_DET
export VERILOG_FILES = /design/flow/design.v
export SDC_FILE = /design/flow/constraint.sdc
export NUM_CORES = 4
export LEC_CHECK = 1
export CORE_AREA = 10 10 70 70
export DIE_AREA = 0 0 80 80
```
`./design.v`:
```
module PATTERN_DET (nRST, CLK, Din, DETo);
    input nRST, CLK, Din;
    output DETo;
    reg [4:0] state_reg, next_state;
    parameter 	start 	= 4'b0000,
                ST1		= 4'b0001,
                ST2		= 4'b0010,
                ST3		= 4'b0011,
                ST4     = 4'b0100,
                ST5     = 4'b0101,
                ST6     = 4'b0110,
                ST7     = 4'b0111,
                ST8     = 4'b1000;
    assign DETo = (state_reg == ST7 && Din == 0) ? 1:0;
    always @(posedge CLK, negedge nRST) begin
        if(!nRST) begin
            state_reg <= start;
        end
        else begin
            state_reg <= next_state;
        end
    end
    always @( * ) begin
        case(state_reg)
            start:
                if(Din==0)			next_state <= ST1;
                else if(Din==1)		next_state <= start;
                else				next_state <= start;
            ST1:  
                if(Din==0)			next_state <= ST1; 
                else if(Din == 1)	next_state <= ST2; 
                else				next_state <= start;
            ST2:  
                if(Din==0)			next_state <= ST1;  
                else if(Din == 1)	next_state <= ST3;  
                else 				next_state <= start;
            ST3:  
                if(Din==0)			next_state <= ST4;  
                else if(Din==1)		next_state <= start; 
                else					next_state <= start;
            ST4:  
                if(Din==0)			next_state <= ST1;  
                else if(Din==1)		next_state <= ST5;  
                else					next_state <= start;
            ST5:  
                if(Din==0)			next_state <= ST1;  
                else if(Din==1)		next_state <= ST6;  
                else					next_state <= start;
            ST6:  
                if(Din==0)			next_state <= ST7;  
                else if(Din==1)		next_state <= start;  
                else					next_state <= start;
            ST7:  
                if(Din==0)			next_state <= ST8;  
                else if(Din==1)		next_state <= ST5;  
                else					next_state <= start;
            ST8:  
                if(Din==0)			next_state <= ST1;  
                else if(Din==1)		next_state <= ST2;  
                else				next_state <= start;
        endcase
    end
endmodule  
```
==> qor.csv <==
metric;value;unit
tightest_slew;0.282;ns
hp-class;input pin to asynchronous set/reset pin;
pre_cts_ws;-0.494;ns
hold_slack;0.228;ns
finalHoldViolations;0;
root_buffer;clkbuf_4;
mappedNetlistArea;304;µm²
finalCoreUtilization;13.4;%
grt_pass1_vias;230;
leakage;0.188;nW
timing.final.crit_share;92.8;%
yosys_register_bits;8;
die_y;80;µm
grt_max_degree;10;
antenna_found_initial;0;
drc;0;
switching_share;18.0;%
grt_use_total;1.95;%
wl;644;µm
synth_cell_types;20;
clk_path_buf_depth;2;
dp_cells;84;
die-area;6400;µm²
untimed_endpoints;8;
syn_inst;30;
ys_cells;30;
mostFrequentLayoutCells;buf_4 (7), dlxtn_1 (4), dfrtp_1 (4);
drtIter0Drc;3;
dpl_cell_area;435;µm²
drv_slew;0;
diodes;0;
drtPass1Iterations;4;
num_rows;21;
wl_per_cell;7.40;µm
status;finished, final reports clean;
worstPathMaxFanout;2;
switchingPower;52.0;µW
cts_tree;built;
crit_path_top_delay_cell;dfrtp_1;
viasPerCell;3.13;
grt_pass1_wl;1.02;mm
power.density;633;nW/µm²
worstPathRequired;1.04;ns
grt_overflow;0;
fin_ws;0.0940;ns
peakVddDrop;0.000117;V
fin_area;457;µm²
unclocked_pins;4;
die_x;80;µm
routabilityCongestion;0.740;
stdcell_count;87;
cts_buffers;3;
cp_cell_sequence;nand3b_1 -> nor3_2 -> buf_2;
layout-drive-gt1-share;31.7;%
num_vias;272;
setup_tns;0;ns
clkSlewWorstSetupHoldPaths;0.04;ns
slew_headroom;81.0;%
min_period;1.21;ns
hpwl;515;µm
setup_viol;0;
power;289;µW
slowest_delay;0.36;ns
path_class;flop to primary output;
core;3420;µm²
synthToLayoutAreaGrowth;50.2;%
p_clk_share;51.5;%
end_kind;primary output;
critPathArrivalTime;0.95;ns
h-tree-depth;1;
initial_core_util;8.90;%
max-cap-violations;0;
yosysWarnings;1;
drtAntennaViolNets;0;
ys_area;304;µm²
cts.hold.buffers_added;0;
lay_top_count;buf_4;
rsz0062_at_grt;yes;
cp-start-kind;flop;
seqPwrFrac;43.5;%
warnings;26;
internal_power;237;µW
fmax;0.829;GHz
io_pins;4;
comb_power_share;5.0;%
syn_area_per_cell;10.1;µm²
io_buffer_count;3;
## final cells by class
cell class	count	area, µm²
timing repair buffer	10	76.3
sequential	8	160
tap	46	57.6
inverter	1	3.75
fill	396	2960
multi-input combinational	19	136
clock buffer	3	22.5
## logic make-up (layout without fill, tap and decap cells)
logic type | count (synthesis) | after routing | share of synthesized area, %
compound gates | 7 | 7 | 16.0
xor+xnor | 1 | 1 | 2.88
buf+inv | 3 | 14 | 4.11
flops | 4 | 4 | 32.9
latches | 4 | 4 | 19.8
simple gates | 11 | 11 | 24.3
## power by group through the flow
stage,Clock (mW),Combinational (mW),Sequential [mW]
final,0.149,0.0144,0.126
after global routing,0.176,0.0159,0.126
after CTS,0.157,0.0146,0.126
## metal layers
layer | wire (µm) | part of all wire (%) | GRT usage (%) | vias up
li1 | - | - | - | 140
met1 | 304 | 47 | 2.42 | 125
met2 | 305 | 47 | 2.81 | 5
met3 | 4 | 0.62 | 0.682 | 2
met4 | 31 | 4.8 | 1.23 | 0
met5 | 0 | 0 | 0 | -
## synthesized netlist by cell type
| cell type | count | area share (%) |
|---|---|---|
| inv_2 | 1 | 1.2 |
| a21oi_1 | 1 | 1.6 |
| o21ai_0 | 1 | 1.6 |
| nand3_1 | 2 | 3.3 |
| xor2_1 | 1 | 2.9 |
| o311ai_0 | 1 | 2.9 |
| nor3_1 | 2 | 3.3 |
| nand2b_1 | 1 | 2.1 |
| buf_2 | 1 | 1.6 |
| o31a_1 | 1 | 2.9 |
| or3b_1 | 1 | 2.9 |
| dlxtn_1 | 4 | 20 |
| o32ai_1 | 1 | 2.9 |
| clkbuf_1 | 1 | 1.2 |
| nor2_1 | 1 | 1.2 |
| or4b_1 | 2 | 6.6 |
| nor3b_1 | 1 | 2.5 |
| nand3b_1 | 1 | 2.5 |
| a31oi_1 | 2 | 4.1 |
| dfrtp_1 | 4 | 33 |
## worst paths after layout
kind	to	from	slack, ns
worst min-delay path	state_reg[3]	nRST	0.23
max in group asynchronous	state_reg[2]	nRST	0.91
worst max-delay path	DETo	state_reg[2]	0.09
min in group clk0	DETo	state_reg[3]	1.01
## worst max-delay path, delay by kind of cell (launching register included)
family                 cells  cell delay (ns)
flip-flops                 1             0.36
AND/OR/NAND/NOR            2             0.24
buffers and inverters      1             0.12
## timing repair
| item | CTS | global route |
|---|---|---|
| setup buffers | 0 | 0 |
| setup endpoints to repair | 1 | 1 |
| pin swaps | 1 | 1 |
| gates resized | 5 | 0 |
No activity file was given, so power comes from the tool's default toggle rates.
