--- flow/run.sh ---
#!/bin/bash
# OpenROAD 26Q1-2900-gdf79404cd8, Yosys 0.63+post, stock flow scripts
make -C /OpenROAD-flow-scripts/flow DESIGN_CONFIG=/design/flow/config.mk WORK_HOME=/design/flow/orfs finish
--- flow/config.mk ---
export PLATFORM = sky130hd
export DESIGN_NAME = ALU
export DESIGN_NICKNAME = ALU
export VERILOG_FILES = /design/flow/design.v
export SDC_FILE = /design/flow/constraint.sdc
export NUM_CORES = 4
export LEC_CHECK = 1
export CORE_UTILIZATION = 50
--- flow/constraint.sdc ---
current_design ALU

set clk_period 35.9
set clk_io_pct 0.2

create_clock -name clk0 -period $clk_period

set non_clock_inputs [all_inputs -no_clocks]
set_input_delay [expr $clk_period * $clk_io_pct] -clock clk0 $non_clock_inputs
set_output_delay [expr $clk_period * $clk_io_pct] -clock clk0 [all_outputs]
--- flow/design.v ---
module ALU (CTRL, NUM, A, B, Y);
    input [31:0] A, B;
    input [2:0] CTRL;
    input unsigned [4:0] NUM;
    output reg [31:0] Y;
    always @ ( * ) begin
        case (CTRL)
            3'b000: Y = A + 1;  
            3'b001: Y = A - B; 
            3'b010: Y = A & B;  
            3'b011: Y = A * B; 
            3'b100: Y = A + B; 
            3'b101: Y = A - B; 
            3'b110: Y = A + B; 
            default: Y = A - 1;  
        endcase
    end
endmodule  
==> deck_impl_summary.md <==
Physical Implementation Snapshot

Outcome
  – Result of the run: finished, final reports clean

Synthesis
  – Fraction of the mapped netlist area in compound gates: 0.105
  – Yosys Warn Count: 1
  – FA/HA/MAJ Cells, Area Fraction: 0.530
  – Distinct lib cells: 60
  – Fraction of synthesized area in multiplexers: 0.00576
  – Gate Count Post-Synth: 2,302
  – Xor/xnor share of the synthesized area: 0.0477
  – Area figure in the yosys stat output: 19,100 µm²
  – Main area contributors: sky130_fd_sc_hd__fa_1, sky130_fd_sc_hd__ha_1, sky130_fd_sc_hd__and2_1, sky130_fd_sc_hd__inv_1, sky130_fd_sc_hd__nand2_1
  – Netlist area before placement: 19,100 µm²
  – Fraction of the yosys area taken by sequential cells: 0
  – Top-area cell type share of the netlist area: 0.428
  – Cell count listed in synth_stat.txt: around 2,300
  – Simple share: 0.207
  – Post-synthesis area per instance: between 8 and 9 µm²
  – Combinational family with the most area after synthesis: adder cells
  – Library cell occupying the most area in the post-synthesis netlist: sky130_fd_sc_hd__fa_1

Floorplan
  – Site Rows: slightly above 70
  – Area of the core region: 37,700 µm²
  – Number of top-level pins: 104
  – Width of the chip: 198 µm
  – Die Ht: 198 µm
  – Die Size: ~39,000 µm²
  – Core utilization at floorplan: 0.508

STA
  – Maximum achievable frequency: ~0.044 GHz
  – Max-slew violation count: 0
  – Rel. slew slack: 0.409
  – Number of setup violations in the final report: 0
  – Number of hold violations in the final report: 0
  – Minimum setup slack in the final design: 13,280 ps
  – Slew at the pin closest to its max-slew limit: 884 ps
  – Unrepaired setup endpoints after global routing: false
  – Minimum clock period after layout: roughly 23,000 ps
  – Ratio of final minimum period to clock period: 0.630
  – Setup total negative slack: 0 ps

Critical path
  – CP max FO: 30
  – Kind of cell with the highest combined delay on the critical path: adder cells
  – Setup crit end kind: primary output
  – Cell repeated most along the worst path: sky130_fd_sc_hd__fa_1
  – Kind of start point of the critical path: input pin
  – Cell at the slowest stage of the critical path: sky130_fd_sc_hd__nor4_1
  – Largest stage delay, worst path: roughly 650 ps
  – Required arrival time at the worst endpoint: 28,720 ps
  – Class of the most critical setup path: input pin to primary output
  – Cell breakdown of the critical path: clkdlybuf4s50_1 > buf_4 > and2_1 > fa_1 > fa_1 > inv_1 > fa_1 > fa_1 > inv_1 > ha_1 > ha_1 > fa_1 > fa_1 > ha_1 > a21o_1 > a211oi_1 > a22oi_1 > o211ai_1 > o32ai_1 > a21oi_1 > and3_1 > nor4_1 > nor3_1 > clkdlybuf4s50_1
  – Buffer and inverter count on the worst path: 5
  – Arrival time reported for the critical path endpoint: 15,440 ps

Cells and area
  – # clk buffers: 0
  – Utilization after layout: 0.547
  – Share of final-layout standard cells stronger than drive strength 1: 0.0311
  – Area Overhead vs Synth: 7.86%
  – Filler Cell Count: 3,498
  – Flop Count: 0
  – Seq. cell area: 0 µm²

Place
  – Detailed Place HPWL: 42.9 mm
  – Setup slack after placement: 13,360 ps
  – GPL Wtd Cong: 0.967
  – Tally of buffers added on design ports: 99

Route
  – Detailed Route Iter0 Violations: just under 900
  – Met1 layer wirelength in the final routing: between 20 and 25 mm
  – Total via count in the routed design: 15,558
  – Final wirelength: 58.7 mm
  – First-pass DRT Iterations: 5
  – Wire length per cell after detailed routing: a little over 20 µm
  – Number of antenna repair diodes: 0
  – Total DRC errors in the routed layout: 0
  – Ratio of routed vias to standard cells: 5.51
  – Top layer reached by signal wires: met5
  – Met3 wire length: 6.88 mm
  – Metal2 WL: 25.4 mm
  – Post-detailed-route count of antenna-violating nets: 0

Global routing
  – Wire length of the first global-routing pass: 93.4 mm
  – Pin count of the biggest net entering global routing: 69
  – Sum of overflow across all layers after global routing: 0
  – Vias in the first global route: 16,322
  – Overall global routing resource usage: 0.342
  – Antenna violations before repair: 1

Run
  – Number of logged tool warnings: 37
  – Max cap viols: 0

Clock network
  – Post-CTS sizing: 0
  – Number of hold-repair buffers added at the cts stage: 0
  – Post-CTS Setup Inserts: 0

Hold path
  – Kind of path behind the tightest hold check: input pin to primary output
[routing by layer]
layer,vias to the layer above,GRT usage
met5,-,0.0204
met2,718,0.489
met1,7606,0.506
li1,7144,-
met4,2,0.0761
met3,88,0.144
[layout make-up]
type	count	area (µm²)	area share
Inverter	390	1460	0.0710
Tap cell	511	639	0.0310
Multi-Input combinational cell	1772	17100	0.831
Timing Repair Buffer	152	1380	0.0670
[synth_stat cells, drive strengths merged (15+ instances only)]
cell type,instances
nand2b,15
a31oi,36
xor2,30
xnor2,74
a21o,23
nand2,275
ha,155
inv,389
nor2,101
o22a,27
fa,409
and2,307
clkbuf,133
nor3,15
a21oi,90
or3,20
o21ai,49
a211oi,24
[cells in the final DEF, fill, tap and decap left out, types with 7 or more instances in the layout]
| cell type | Yosys | final |
|---|---|---|
| sky130_fd_sc_hd__o21ai_0 | 49 | 49 |
| sky130_fd_sc_hd__nor3_1 | 13 | 13 |
| sky130_fd_sc_hd__nand3_1 | 11 | 11 |
| sky130_fd_sc_hd__nand2b_1 | 15 | 14 |
| sky130_fd_sc_hd__xnor2_1 | 74 | 74 |
| sky130_fd_sc_hd__xor2_1 | 30 | 30 |
| sky130_fd_sc_hd__inv_1 | 389 | 389 |
| sky130_fd_sc_hd__and3_1 | 7 | 7 |
| sky130_fd_sc_hd__a211oi_1 | 24 | 24 |
| sky130_fd_sc_hd__nand2_1 | 275 | 275 |
| sky130_fd_sc_hd__buf_4 | 0 | 54 |
| sky130_fd_sc_hd__nor2b_1 | 9 | 8 |
| sky130_fd_sc_hd__o211ai_1 | 8 | 8 |
| sky130_fd_sc_hd__a21oi_1 | 90 | 90 |
| sky130_fd_sc_hd__clkdlybuf4s50_1 | 0 | 97 |
| sky130_fd_sc_hd__nor2_1 | 101 | 99 |
| sky130_fd_sc_hd__o22a_1 | 27 | 27 |
| sky130_fd_sc_hd__ha_1 | 155 | 155 |
| sky130_fd_sc_hd__a31oi_1 | 36 | 36 |
| sky130_fd_sc_hd__and2_1 | 307 | 307 |
| sky130_fd_sc_hd__mux2i_1 | 11 | 11 |
| sky130_fd_sc_hd__a21o_1 | 23 | 23 |
| sky130_fd_sc_hd__fa_1 | 409 | 409 |
| sky130_fd_sc_hd__o21a_1 | 14 | 14 |
| sky130_fd_sc_hd__or3_1 | 18 | 18 |
[final timing paths]
check	startpoint	end	cells after the start
worst min-delay path	CTRL[0]	Y[27]	4
worst max-delay path	B[6]	Y[29]	24
[per-stage QoR]
step	instance area, µm²	hold slack, ps	instances
after floorplan	19100	14430	2302
after global placement	20600	15190	2825
after detailed placement	20600	15180	2825
after CTS	20600	15190	2825
after global routing	20600	15220	2825
final	20600	15200	2825
[cells by family after synthesis]
group / Yosys count
AND/OR/NAND/NOR: 782
adder cells (fa/ha/maj): 564
buffers and inverters: 530
AND-OR/OR-AND: 311
XOR/XNOR: 104
multiplexers: 11
